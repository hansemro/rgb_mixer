--- flow/run.sh ---
#!/bin/bash
# OpenROAD 26Q1-2900-gdf79404cd8, Yosys 0.63+post, stock flow scripts
make -C /OpenROAD-flow-scripts/flow DESIGN_CONFIG=/design/flow/config.mk WORK_HOME=/design/flow/orfs finish
--- flow/design.v ---
`default_nettype none
`timescale 1ns/1ns
module debounce (
    input wire clk,
    input wire reset,
    input wire button,
    output reg debounced
);
    parameter BOUNCE_NS = 250000;
    parameter CLOCK_PERIOD_NS = 35700;  
    localparam SHIFT_REG_WIDTH = (BOUNCE_NS / CLOCK_PERIOD_NS) + 1;
    reg [SHIFT_REG_WIDTH-1:0] shift_reg;
    reg prev;
    reg [SHIFT_REG_WIDTH-1:0] next_shift_reg;
    assign next_shift_reg = shift_reg == {SHIFT_REG_WIDTH{1'b1}} ? {SHIFT_REG_WIDTH{1'b0}} | 1'b1 : (shift_reg << 1) | 1'b1;
    always @(posedge clk)
        if (reset) begin
            shift_reg <= {SHIFT_REG_WIDTH{1'b0}} | 1'b1;
            debounced <= 1'b0;
            prev <= 1'b0;
        end
        else if (button ^ prev) begin
            shift_reg <= {SHIFT_REG_WIDTH{1'b0}} | 1'b1;
            prev <= button;
        end
        else begin
            shift_reg <= next_shift_reg;
            if (shift_reg == {SHIFT_REG_WIDTH{1'b1}})
                debounced <= prev;
        end
endmodule
`default_nettype none
`timescale 1ns/1ns
module encoder (
    input clk,
    input reset,
    input a,
    input b,
    output reg [VALUE_WIDTH-1:0] value
);
    parameter VALUE_WIDTH = 8;
    parameter INCREMENT = 1'b1;
    reg prev_a;
    reg prev_b;
    always @(posedge clk) begin
        prev_a <= a;
        prev_b <= b;
        if (reset) begin
            value <= {VALUE_WIDTH{1'b0}};
            prev_a <= 1'b0;
            prev_b <= 1'b0;
        end
        else if ({a,prev_a,b,prev_b} == 4'b1000 || {a,prev_a,b,prev_b} == 4'b0111)
            value <= value + INCREMENT;
        else if ({a,prev_a,b,prev_b} == 4'b0010 || {a,prev_a,b,prev_b} == 4'b1101)
            value <= value - INCREMENT;
    end
endmodule
`default_nettype none
`timescale 1ns/1ns
module pwm (
    input wire clk,
    input wire reset,
    output wire out,
    input wire [LEVEL_WIDTH-1:0] level
    );
    parameter LEVEL_WIDTH = 8;
    parameter INVERTED_OUTPUT = 1'b0;
    reg [LEVEL_WIDTH-1:0] counter;
    always @(posedge clk)
        if (reset)
            counter <= 1'b0;
        else
            counter <= counter + 1'b1;
    generate
        if (INVERTED_OUTPUT)
            assign out = reset ? 1'b1 : counter >= level;
        else
            assign out = reset ? 1'b0 : counter < level;
    endgenerate
endmodule
`default_nettype none
`timescale 1ns/1ns
module rgb_mixer (
    input clk,
    input reset,
    input enc0_a,
    input enc0_b,
    input enc1_a,
    input enc1_b,
    input enc2_a,
    input enc2_b,
    output pwm0_out,
    output pwm1_out,
    output pwm2_out
);
    localparam NUM_CHANNELS = 3;  
    localparam BOUNCE_NS = 250000;
    localparam CLOCK_PERIOD_NS = 35700;
    localparam ENC_INCREMENT = 1'b1;
    localparam PWM_LEVEL_WIDTH = 8;
    localparam PWM_INVERTED_OUTPUT = 1'b0;
    wire _enc_a [NUM_CHANNELS-1:0];
    wire _enc_b [NUM_CHANNELS-1:0];
    wire _deb_a [NUM_CHANNELS-1:0];
    wire _deb_b [NUM_CHANNELS-1:0];
    wire [PWM_LEVEL_WIDTH-1:0] _enc_out [NUM_CHANNELS-1:0];
    wire [PWM_LEVEL_WIDTH-1:0] enc0;
    wire [PWM_LEVEL_WIDTH-1:0] enc1;
    wire [PWM_LEVEL_WIDTH-1:0] enc2;
    wire _pwm_out [NUM_CHANNELS-1:0];
    assign _enc_a[0] = enc0_a;
    assign _enc_a[1] = enc1_a;
    assign _enc_a[2] = enc2_a;
    assign _enc_b[0] = enc0_b;
    assign _enc_b[1] = enc1_b;
    assign _enc_b[2] = enc2_b;
    assign enc0 = _enc_out[0];
    assign enc1 = _enc_out[1];
    assign enc2 = _enc_out[2];
    assign pwm0_out = _pwm_out[0];
    assign pwm1_out = _pwm_out[1];
    assign pwm2_out = _pwm_out[2];
    genvar i;
    generate
        for (i = 0; i < 3; i = i + 1) begin : color_channel
            debounce #(.BOUNCE_NS(BOUNCE_NS), .CLOCK_PERIOD_NS(CLOCK_PERIOD_NS))
                _debouncer_a (.clk, .reset, .button(_enc_a[i]), .debounced(_deb_a[i]));
            debounce #(.BOUNCE_NS(BOUNCE_NS), .CLOCK_PERIOD_NS(CLOCK_PERIOD_NS))
                _debouncer_b (.clk, .reset, .button(_enc_b[i]), .debounced(_deb_b[i]));
            encoder #(.VALUE_WIDTH(PWM_LEVEL_WIDTH), .INCREMENT(ENC_INCREMENT))
                _encoder (.clk, .reset, .a(_deb_a[i]), .b(_deb_b[i]), .value(_enc_out[i]));
            pwm #(.LEVEL_WIDTH(PWM_LEVEL_WIDTH), .INVERTED_OUTPUT(PWM_INVERTED_OUTPUT))
                _pwm (.clk, .reset, .out(_pwm_out[i]), .level(_enc_out[i]));
        end
    endgenerate
endmodule
--- flow/config.mk ---
export PLATFORM = sky130hd
export DESIGN_NAME = rgb_mixer
export DESIGN_NICKNAME = rgb_mixer
export VERILOG_FILES = /design/flow/design.v
export SDC_FILE = /design/flow/constraint.sdc
export NUM_CORES = 4
export LEC_CHECK = 1
export CORE_UTILIZATION = 50
--- flow/constraint.sdc ---
current_design rgb_mixer

set clk_period 3.5
set clk_io_pct 0.2

create_clock -name clk0 -period $clk_period [get_ports {clk}]

set non_clock_inputs [all_inputs -no_clocks]
set_input_delay [expr $clk_period * $clk_io_pct] -clock clk0 $non_clock_inputs
set_output_delay [expr $clk_period * $clk_io_pct] -clock clk0 [all_outputs]
==> results.txt <==
Item: results of the latest flow run.

- Per the log, the first TritonRoute iteration ended with a DRC count of about 68.
- The height of the die is ~100 um.
- The report lists the cells along the critical path as inv_1, ha_1, a21o_1, a21o_1, a211oi_1, o21a_1, clkdlybuf4s50_1.
- The cell family contributing the most delay on the critical path is AND-OR/OR-AND gates.
- Looking at the clock tree report, the H-tree level count equals 3.
- In this run the worst path has a maximum fanout of 3.
- The chip area from the yosys synthesis statistics is slightly above 5000 sq um.
- The cell count listed in synth_stat.txt is ~540.
- The tally of OpenROAD warnings is 25.
- The highest attainable clock frequency is around 0.33 GHz.
- The register bit count reported by yosys is 108.
- The floorplan die width is 103 um.
- The combined buffer and inverter count along the critical path is 2.
- The sequential-to-total area share from yosys stat is 0.425.
- The final critical-path required period is roughly 3.0 ns.
- The synthesis report gives the async set-or-reset register share as 0.
- The worst setup path is launched from a flop.
- The cell count after synthesis came out at 542.
- The DRC violations left is 0.
- Per the final layout report, the fraction of cells sized above drive strength 1 comes to 0.0502.
- The library cell contributing the largest single delay on the critical path is sky130_fd_sc_hd__clkdlybuf4s50_1.
- Across every metal layer, demand over resource in global routing totals 0.172.
- After synthesis, the mean cell area works out to between 9 and 10 sq um.
- The first TritonRoute pass finished after 4 iterations.
- The number of buffers inserted by hold repair at cts is 0.
- TritonCTS built the clock tree.
- The post-CTS resize count is 0.
- In the setup report, the worst path falls into the class reg -> out.
- Per the GRT congestion report, total overflow comes to 0.
- The report puts the cell count of the worst reg-to-reg path at 9.
- The terminus of the critical flop-to-flop path is color_channel[1]._encoder.value[7]$_SDFFE_PP0P_.
- The final setup skew is roughly 0.0063 ns.
- The transition at the pin with the smallest max-transition slack is 0.662 ns.
- The first global-routing pass estimated approximately 14000 um of wire.
- CTS added clock buffers totalling 9.
- The worst register-to-register path has a setup slack of roughly 0.68 ns.
- Counting every sink on the clock net gives about 110.
- The antenna diode count is 0.
- The ratio of routed vias to standard cells is about 5.2.
- The cell type with the highest occurrence count on the critical path is sky130_fd_sc_hd__a21o_1.
- The class of the worst hold path is reg -> reg.
- The startpoint of the tightest hold check path is color_channel[1]._debouncer_a.shift_reg[4]$_SDFF_PP0_.
- The clock root buffer is sky130_fd_sc_hd__clkbuf_8.
- The synthesized netlist occupies a cell area of roughly 5000 sq um.
- The post-route clock period utilization is 0.862.
- By area the synthesized netlist is led by sky130_fd_sc_hd__dfxtp_1, sky130_fd_sc_hd__ha_1, sky130_fd_sc_hd__and2_1, sky130_fd_sc_hd__nor2_1, sky130_fd_sc_hd__xor2_1.
- The detail route stage leaves a number of antenna-violating nets equal to 0.
- The largest net degree at the start of global routing is 33.
- The last weighted congestion value of the routability-driven placer is between 0.8 and 0.9.
- The library cell occupying the most area in the post-synthesis netlist is sky130_fd_sc_hd__dfxtp_1.
- The core box area is approximately 9800 sq um.
- The largest single stage delay on the critical path is roughly 0.47 ns.
- The hold-critical path depth is 1.
- Of the post-synthesis cell area, the dominant cell type holds 0.425.
- The number of global-route vias before repair is ~3200.
- At the later pin of the worst-skew pair, clock insertion delay measures around 0.37 ns.
- The instance area after placement is ~5300 sq um.
- The data arrival time of the worst path is around 2.3 ns.
- The routed wire length per instance is around 12 um.
- The routed layout has 3588 vias.
- In this run the layout overhead on the synthesized area is reported as 7.84%.
- The area of the die is approximately 11000 sq um.
- The worst setup path is captured at an output pin.
- The wire-length estimate of the detail-placed layout is between 5000 and 6000 um.
- As logged by OpenROAD, the buffers inserted on ports number 10.
- The run finished with clean final reports.
- The post-CTS clock slew at the launch and capture registers of the worst setup and hold paths is around 0.1 ns.
- The yosys synthesis warning count is 5.
- The worst-case clock buffer depth is 2.
- The final hold violation count recorded for this run is 0.
- The least setup slack across all paths after layout is around 0.48 ns.
- The synthesis report names the predominant flop master as sky130_fd_sc_hd__dfxtp_1.
- The floorplan core density is 0.518.
- The count of flip-flops with a built-in enable after synthesis is 0.
- The largest registers in the layout are color_channel._encoder.value: 24 flops, color_channel._pwm.counter: 24 flops.
- The setup TNS after final layout is 0 ns.
- The number of antenna violations at the first check in global routing was 0.
- Setup repair after global routing left no endpoint under its margin.
- The final design area excluding fillers is 5490 sq um.
- The worst voltage drop across the vdd grid is 0.327 mV.
- The data required time reported for the critical path is around 2.8 ns.
- 11 I/O pins were placed.
- The max-capacitance violation count is 0.
- In this run the static leakage power is roughly 0.0021 uW.
- The post-synthesis cell type count is 46.
- Across all checked pins, the minimum headroom to the slew limit is 0.558.
- The number of cell rows is 36.
- The number of buffers added for setup after CTS is 0.
- The final-report setup violation count is 0.
- Max-slew check failures listed in the final report amount to 0.
- The power per unit of standard cell area is between 300 and 400 nW/um^2.
- The startpoint identified for the worst register-to-register timing path is color_channel[1]._debouncer_b.debounced$_SDFFE_PP0P_.
- The endpoint of the worst hold path is color_channel[1]._debouncer_a.shift_reg[5]$_SDFF_PP0_.
- The routed wire length is 8190 um.
- The pre-CTS setup check shows a worst slack of around 0.69 ns.
## how the worst max path moves through the flow
stage                                                      startpoint  cells after the start  slack (ns)       end
after CTS             color_channel[1]._encoder.value[1]$_SDFFE_PP0P_                      7        0.42  pwm1_out
final                 color_channel[1]._encoder.value[1]$_SDFFE_PP0P_                      7        0.48  pwm1_out
after global routing  color_channel[1]._encoder.value[1]$_SDFFE_PP0P_                      7        0.32  pwm1_out
## cells by family (layout without fill, tap and decap cells)
| family | Yosys count | in the layout | synth area share |
|---|---|---|---|
| adders and majority gates | 45 | 45 | 0.115 |
| AOI/OAI and AO/OA | 100 | 100 | 0.139 |
| and+or+nand+nor | 206 | 206 | 0.216 |
| xor gates and xnor gates | 35 | 35 | 0.0602 |
| DFF | 108 | 108 | 0.425 |
| muxes | 6 | 6 | 0.0125 |
| buffers and inverters | 42 | 58 | 0.0329 |
## worst reg2reg max path: cells and delay by family, from the launching register on
kind	cells	cell delay (ns)
AND/OR/NAND/NOR	3	0.76
adder cells (fa/ha/maj)	1	0.36
multiplexers	2	0.60
AND-OR/OR-AND	2	0.51
buffers and inverters	1	0.13
flip-flops	1	0.37
## power breakdown
group          internal, uW  switching [uW]
combinational          46.4            46.2
clock                   271             427
sequential             1250            15.7
total                  1570             489
## layout by cell type (no fill, tap or decap), types with 17 or more instances in the layout
| master | count |
|---|---|
| sky130_fd_sc_hd__dfxtp_1 | 108 |
| sky130_fd_sc_hd__xor2_1 | 20 |
| sky130_fd_sc_hd__nand2_1 | 24 |
| sky130_fd_sc_hd__a21oi_1 | 29 |
| sky130_fd_sc_hd__inv_1 | 30 |
| sky130_fd_sc_hd__and2_1 | 38 |
| sky130_fd_sc_hd__nor2b_1 | 17 |
| sky130_fd_sc_hd__ha_1 | 42 |
| sky130_fd_sc_hd__nand3_1 | 27 |
| sky130_fd_sc_hd__nor2_1 | 47 |
## cells in the mapped netlist, types with 2 or more instances
cell	n
sky130_fd_sc_hd__dfxtp_1	108
sky130_fd_sc_hd__nor2_1	47
sky130_fd_sc_hd__ha_1	42
sky130_fd_sc_hd__and2_1	38
sky130_fd_sc_hd__inv_1	30
sky130_fd_sc_hd__a21oi_1	29
sky130_fd_sc_hd__nand3_1	27
sky130_fd_sc_hd__nand2_1	24
sky130_fd_sc_hd__xor2_1	20
sky130_fd_sc_hd__nor2b_1	17
sky130_fd_sc_hd__xnor2_1	15
sky130_fd_sc_hd__a21o_1	14
sky130_fd_sc_hd__a211oi_1	11
sky130_fd_sc_hd__nor3_1	10
sky130_fd_sc_hd__nand2b_1	9
sky130_fd_sc_hd__o31ai_1	9
sky130_fd_sc_hd__and3_1	8
sky130_fd_sc_hd__nand4_1	8
sky130_fd_sc_hd__o21a_1	8
sky130_fd_sc_hd__nor4b_1	6
sky130_fd_sc_hd__buf_1	5
sky130_fd_sc_hd__a31oi_1	4
sky130_fd_sc_hd__clkbuf_1	4
sky130_fd_sc_hd__o21ai_0	4
sky130_fd_sc_hd__o21bai_1	4
sky130_fd_sc_hd__a2111o_1	3
sky130_fd_sc_hd__fa_1	3
sky130_fd_sc_hd__mux2_2	3
sky130_fd_sc_hd__mux2i_1	3
sky130_fd_sc_hd__nand4b_1	3
sky130_fd_sc_hd__o2111ai_1	3
sky130_fd_sc_hd__o211ai_1	3
sky130_fd_sc_hd__a211oi_2	2
sky130_fd_sc_hd__a221oi_2	2
sky130_fd_sc_hd__buf_2	2
sky130_fd_sc_hd__or2_2	2
sky130_fd_sc_hd__or4_1	2
sky130_fd_sc_hd__or4b_1	2
## through the flow
step                hold WS, ns  power [uW]  instances  utilization
floorplan                 0.421        1350        542            -
global placement          0.433        1390        675        0.541
detailed placement        0.442        1390        675        0.541
CTS                       0.464        2090        691        0.559
global route              0.481        2150        691        0.559
finish                    0.463        2060        691        0.559
## layout make-up
| cell class | instances | area, sq um |
|---|---|---|
| clock inverter | 5 | 46.3 |
| timing repair buffer | 12 | 110 |
| clock buffer | 11 | 131 |
| tap | 133 | 166 |
| multi-input combinational | 392 | 2760 |
| inverter | 30 | 113 |
| sequential | 108 | 2160 |
| fill | 901 | 4330 |
## per-layer routing
layer	vias up	track usage	routed length, um
li1	1926	-	-
met1	1621	0.271	4480
met2	29	0.255	3330
met3	12	0.0400	241
met4	0	0.0228	135
met5	-	0	0
No activity file was given, so power comes from the tool's default toggle rates.
